==> design.v <==
module MyDesign(
    input logic reset_n,
    input logic clk,
    input logic dut_valid,
    output logic dut_ready,
    output logic dut__tb__sram_input_write_enable,
    output logic [16-1 : 0] dut__tb__sram_input_write_address,
    output logic [32-1 : 0] dut__tb__sram_input_write_data,
    output logic [16-1 : 0] dut__tb__sram_input_read_address,
    input logic [32-1 : 0] tb__dut__sram_input_read_data,     
    output logic dut__tb__sram_weight_write_enable,
    output logic [16-1 : 0] dut__tb__sram_weight_write_address,
    output logic [32-1 : 0] dut__tb__sram_weight_write_data,
    output logic [16-1 : 0] dut__tb__sram_weight_read_address,
    input logic [32-1 : 0] tb__dut__sram_weight_read_data,     
    output logic dut__tb__sram_result_write_enable,
    output logic [16-1 : 0] dut__tb__sram_result_write_address,
    output logic [32-1 : 0] dut__tb__sram_result_write_data,
    output logic [16-1 : 0] dut__tb__sram_result_read_address,
    input logic [32-1 : 0] tb__dut__sram_result_read_data,
    output logic dut__tb__sram_scratchpad_write_enable,
    output logic [16-1 : 0] dut__tb__sram_scratchpad_write_address,
    output logic [32-1 : 0] dut__tb__sram_scratchpad_write_data,
    output logic [16-1 : 0] dut__tb__sram_scratchpad_read_address,
    input logic [32-1 : 0] tb__dut__sram_scratchpad_read_data
);
typedef enum logic [2:0] {
    IDLE,
    READ_DIM,
    READ_INPUT,
    ACCUMULATE,
    WRITE_DATA,
    DONE
} state_t;
state_t current_state, next_state;
logic [31:0]  accum_result;
logic [31:0]  temp_result;
logic [31:0]  input_data;
logic [14:0] input_address;			 
logic [31:0]  weight_data;
logic [15:0] weight_address;
logic [13:0] matrix_a_rows;			 
logic [15:0] matrix_a_cols;
logic [13:0] matrix_b_cols;
logic [14:0] total_elements_b;			 
logic [13:0] total_writes;
logic [13:0] row_counter;
logic [15:0] a_column_counter;
logic [13:0] b_element_counter;
logic [13:0] b_column_counter;			 
logic [13:0] write_count;			 
logic [15:0] result_addr;
logic [13:0] scratchpad_addr;			 
logic first_write;				 
logic [15:0] col_dims;
logic set_dut_ready;
logic compute_complete;
logic read_addr_sel ;
logic write_enable_sel;
logic [2:0]done_count;
always @(posedge clk) begin : proc_current_state_fsm
  if(!reset_n) begin  
    current_state <= IDLE;
  end else begin
    current_state <= next_state;
  end
end
always @(posedge clk) begin : proc_compute_complete
  if(!reset_n) begin
    compute_complete <= 0;
  end else begin
    compute_complete <= (set_dut_ready) ? 1'b1 : 1'b0;
  end
end
assign dut_ready = compute_complete;
always @(posedge clk) begin : proc_matrix_size
  if(!reset_n) begin
    matrix_a_rows <= 0;
    matrix_a_cols <= 0;
    matrix_b_cols <= 0;
    dut__tb__sram_input_write_enable <= 0;
    dut__tb__sram_weight_write_enable <= 0;
  end else begin
   if (current_state==READ_DIM) begin
    matrix_a_rows <= tb__dut__sram_input_read_data[31:16];
    matrix_a_cols <= tb__dut__sram_input_read_data[15:0];
    matrix_b_cols <= tb__dut__sram_weight_read_data[15:0];
    total_elements_b <= tb__dut__sram_input_read_data[15:0] * tb__dut__sram_weight_read_data[15:0];
    total_writes <=tb__dut__sram_input_read_data[31:16]*tb__dut__sram_weight_read_data[15:0]; 
   end
  end
end
always @(posedge clk) begin
  if (!reset_n || current_state == IDLE) begin
    done_count <= 3'b000;
  end else if (current_state == DONE ) begin 
    done_count <= done_count + 1;
  end
end
assign col_dims = (done_count<3) ? matrix_a_cols : 
                  (done_count==3) ? matrix_b_cols : 
                  (done_count==4)  ? matrix_a_rows : 
                   0;
always @(posedge clk) begin  
  if(!reset_n) begin  
    first_write <= 0;
  end else begin
    if (current_state==DONE)
    	first_write <= 0;
    else if (current_state==WRITE_DATA)
    	first_write <= 1;
  end
end
always @(posedge clk) begin
    if (!reset_n|| current_state == IDLE) begin
      input_address  <= 1'b0;
      weight_address <= 1'b0;
      row_counter <= 1'b0;
      a_column_counter <= 1'b0;
      b_element_counter <= 1'b0;
      b_column_counter <= 1'b1;
      write_count <= 1'b0;
    end
    else begin
     if (done_count<3) begin
      if (read_addr_sel == 1'b0) begin
        input_address <= 1'b0;
	weight_address <= 1'b0;
        a_column_counter <= 1'b0;
        row_counter <= 1'b0;
        b_element_counter <= 1'b0;
      end
      else if (read_addr_sel == 1'b1) begin
      	input_address <= 12'h001  + (row_counter * matrix_a_cols) + a_column_counter;
        weight_address <= 12'h001 + b_element_counter + done_count * total_elements_b;
	if (a_column_counter == matrix_a_cols -1 && b_element_counter != total_elements_b -1) begin
                    a_column_counter <= 0;  
	            b_element_counter <= b_element_counter + 1;
        end else if (b_element_counter == total_elements_b-1) begin
	        row_counter <= row_counter + 1;  		 
	        a_column_counter <= 0;
		b_element_counter <= 0;
	    end 
            else if (a_column_counter < matrix_a_cols-1 && b_element_counter != total_elements_b -1 ) begin
	        a_column_counter <= a_column_counter + 1;
	        b_element_counter <= b_element_counter + 1; 
	    end 
     end	
    end
	else if (done_count==3) begin
      if (read_addr_sel == 1'b0) begin
        input_address <= 1'b0;
	weight_address <= 1'b0;
        a_column_counter <= 1'b0;
        row_counter <= 1'b0;
        b_element_counter <= 1'b0;
      end
      else if (read_addr_sel == 1'b1) begin
      	input_address <=  (row_counter * matrix_b_cols) + a_column_counter;
        weight_address <=  b_element_counter;
	if (a_column_counter == matrix_b_cols -1 && b_element_counter != total_writes -1) begin
                    a_column_counter <= 0;  
	            b_element_counter <= b_element_counter + 1;
        end else if (b_element_counter == total_writes-1) begin
	        row_counter <= row_counter + 1;  		 
	        a_column_counter <= 0;
		b_element_counter <= 0;
	    end 
            else if (a_column_counter < matrix_b_cols-1 && b_element_counter != total_writes -1 ) begin
	        a_column_counter <= a_column_counter + 1;
	        b_element_counter <= b_element_counter + 1; 
	    end 
     end	
    end
	else if (done_count ==4) begin
      if (read_addr_sel == 1'b0) begin
        input_address <= 1'b0;
	weight_address <= 1'b0;
        a_column_counter <= 1'b0;
        row_counter <= 1'b0;
        b_element_counter <= 1'b0;
	b_column_counter <= 1'b1;
      end
      else if (read_addr_sel == 1'b1) begin
      	input_address <=  (row_counter * matrix_a_rows) + a_column_counter + total_writes + total_writes +total_writes; 	 
        weight_address <=  b_element_counter + total_writes;
	if (a_column_counter == matrix_a_rows -1 && b_element_counter != total_writes -1) begin
                    a_column_counter <= 0;  
	            b_element_counter <= b_column_counter;
		    b_column_counter <= b_column_counter +1;
		    write_count <= write_count +1;
        end else if (b_element_counter == total_writes-1) begin
	        row_counter <= row_counter + 1;  		 
	        a_column_counter <= 0;
		b_element_counter <= 0;
		b_column_counter <= 1;
	    end 
            else if (a_column_counter < matrix_a_rows-1 && b_element_counter != total_writes -1 ) begin
	        a_column_counter <= a_column_counter + 1;
	        b_element_counter <= b_element_counter + matrix_b_cols; 
	    end 
     end	
end
    end
 end
assign dut__tb__sram_input_read_address = (done_count<3)? input_address : 0;
assign dut__tb__sram_weight_read_address = (done_count<3)? weight_address : 0;
assign dut__tb__sram_result_read_address = (done_count>2)? input_address : 0;
assign dut__tb__sram_scratchpad_read_address = (done_count>2)? weight_address : 0;
always @(posedge clk) begin : proc_accumulation
  if(!reset_n|| current_state == IDLE) begin
    input_data   <= 1'b0;
    weight_data  <= 1'b0;
    accum_result <= 1'b0;
  end else begin
    accum_result <= accum_result;
    if (done_count <3) begin
    	input_data <= tb__dut__sram_input_read_data;
    	weight_data <= tb__dut__sram_weight_read_data;
    end else if(done_count >2) begin
    	input_data <= tb__dut__sram_result_read_data;
    	weight_data <= tb__dut__sram_scratchpad_read_data;
    end
	if (current_state == WRITE_DATA) 
		accum_result <= 0;
	else 
		accum_result <= accum_result + temp_result;
   end
end
assign temp_result = input_data*weight_data;
always @(posedge clk) begin : proc_sram_write_address_r
  if(!reset_n || current_state == IDLE) begin
    result_addr <= 0;
    scratchpad_addr <= 0;
  end else begin
    result_addr <= write_enable_sel ? result_addr + 1 : result_addr; 
    if (done_count)	
	scratchpad_addr <= write_enable_sel ? scratchpad_addr + 1 : scratchpad_addr;
  end
end
 assign dut__tb__sram_result_write_enable = write_enable_sel;
 assign dut__tb__sram_result_write_address = result_addr;
 assign dut__tb__sram_result_write_data = write_enable_sel ? (accum_result + temp_result) : 0;
 assign dut__tb__sram_scratchpad_write_enable = write_enable_sel && (done_count==2 ||done_count ==1);
 assign dut__tb__sram_scratchpad_write_address = scratchpad_addr;
 assign	dut__tb__sram_scratchpad_write_data = write_enable_sel ? (accum_result + temp_result) : 0;
always @(*) begin : proc_next_state_fsm
  next_state          = IDLE;
  case (current_state)
    IDLE                    : begin
	if (dut_valid) begin
		set_dut_ready       = 1'b0;
        	read_addr_sel       = 1'b0;
        	write_enable_sel    = 1'b0;
        	next_state          = READ_DIM;
      	end
      	else begin
        	set_dut_ready       = 1'b1;
        	read_addr_sel       = 1'b0;
        	write_enable_sel    = 1'b0;
        	next_state          = IDLE;
      	end
    end
    READ_DIM  : begin
      set_dut_ready         = 1'b0;
      read_addr_sel         = 1'b0;  
      write_enable_sel      = 1'b0;
      next_state            = READ_INPUT;
    end 
    READ_INPUT: begin
      set_dut_ready         = 1'b0;
      read_addr_sel         = 1'b1;   
      write_enable_sel      = 1'b0;
      next_state            = ACCUMULATE;    
    end
    ACCUMULATE: begin
      set_dut_ready         = 1'b0;
      read_addr_sel         = 1'b1;   
      write_enable_sel      = 1'b0;
      if (a_column_counter !=1 && col_dims>1 )
      	next_state            = ACCUMULATE; 
      else 
	next_state = WRITE_DATA;   
    end
    WRITE_DATA: begin
      set_dut_ready         = 1'b0;
      read_addr_sel         = 1'b1;  
      write_enable_sel      = first_write? 1'b1: 1'b0;
      if (col_dims<2 ) begin
	if (write_count<total_writes+1)
		next_state = WRITE_DATA;
	else 
		next_state = DONE;
      end
      else begin
	if (done_count !=4) begin
      if (row_counter == matrix_a_rows && b_element_counter==2)			 
      	next_state = DONE;
      else 
		next_state = ACCUMULATE; 
      end
      else if (done_count ==4) begin
	if (write_count > total_writes)			 
      	next_state = DONE;
      else 
		next_state = ACCUMULATE; 
      end
	end
    end
    DONE: begin
      set_dut_ready         = 1'b0;
      read_addr_sel         = 1'b0;  
      write_enable_sel      = 1'b0;
      if (done_count ==4)
	next_state = IDLE;
      else   
	next_state = READ_INPUT;   
    end
    default                 :  begin
      set_dut_ready         = 1'b1;
      read_addr_sel         = 1'b0;  
      write_enable_sel      = 1'b0;
      next_state = IDLE;    
    end
endcase
end
endmodule
==> run.sh <==
#!/bin/bash
# OpenROAD 26Q1-2900-gdf79404cd8, Yosys 0.63+post, stock flow scripts
make -C /OpenROAD-flow-scripts/flow DESIGN_CONFIG=/design/flow/config.mk WORK_HOME=/design/flow/orfs finish
==> config.mk <==
export PLATFORM = sky130hd
export DESIGN_NAME = MyDesign
export DESIGN_NICKNAME = MyDesign
export VERILOG_FILES = /design/flow/design.v
export SDC_FILE = /design/flow/constraint.sdc
export NUM_CORES = 4
export LEC_CHECK = 1
export CORE_UTILIZATION = 40
==> constraint.sdc <==
current_design MyDesign

set clk_period 21.8
set clk_io_pct 0.2

create_clock -name clk0 -period $clk_period [get_ports {clk}]

set non_clock_inputs [all_inputs -no_clocks]
set_input_delay [expr $clk_period * $clk_io_pct] -clock clk0 $non_clock_inputs
set_output_delay [expr $clk_period * $clk_io_pct] -clock clk0 [all_outputs]
==> flow_metrics.env <==
# yosys + openroad results
export IMPL_numCtsBuffers=43
export IMPL_cp_start_kind="flop"
export IMPL_place_inst=8600
export IMPL_ios=392
export IMPL_yosys_area_top_type_share_pct=30.6
export IMPL_cp_required_ns=17.44
export IMPL_routabilityCongestion=0.957
export IMPL_drt_iter0_drc=2568
export IMPL_syn_avg_cell_area_sq_um=8.44
export IMPL_grt_pass1_vias=44800
export IMPL_critPathMaxFanout=31
export IMPL_synth_flops=313
export IMPL_fmax_ghz=0.0757
export IMPL_clock_skew_ns=0.0440
export IMPL_tightest_slew_ns=1.28
export IMPL_r2r_end="accum_result[31]"
export IMPL_portBuffers=289
export IMPL_p_leak_nw=28.6
export IMPL_core_sq_mm=0.140
export IMPL_final_design_area_no_fill_sq_mm=0.0624
export IMPL_clk_latency_ns=0.67
export IMPL_cts_root_buf="clkbuf_16"
export IMPL_fillers=13400
export IMPL_grt_start_max_net_pins=111
export IMPL_ff_type="dfxtp_1"
export IMPL_status="finished, final reports clean"
export IMPL_syn_area_sq_mm=0.0564
export IMPL_ir_worst_vdd_mv=0.146
export IMPL_finalWirelength_um=177000
export IMPL_yosys_top_cells_area="fa_1 (31%), ha_1 (11%), dfxtp_1 (10%), inv_1 (7.1%), and2_1 (6.7%)"
export IMPL_fin_tns_setup_ns=0
export IMPL_hold_start="input_address[10]"
export IMPL_htreeDepth=2
export IMPL_place_area_sq_mm=0.0608
export IMPL_dr_pass1_iters=5
export IMPL_grt_usage_pct=26.7
export IMPL_grt_setup_unrepaired="false"
export IMPL_period_minus_slack_ns=13.22
export IMPL_grt_overflow=0
export IMPL_clk_pin_slew_ns=0.06
export IMPL_antenna_found_initial=2
export IMPL_drive_gt1_share_pct=3.91
export IMPL_wire_per_inst_um=20.4
export IMPL_grt_pass1_wl_um=273000
export IMPL_die_w_um=377
export IMPL_arrival_ns=8.86
export IMPL_vias=44600
export IMPL_cts_sinks=313
export IMPL_cp_end_kind="output port"
export IMPL_via_per_inst=5.14
export IMPL_power_density_mw_per_mm2=46.6
export IMPL_r2r_cells=24
export IMPL_synth_cell_types=79
export IMPL_post_cts_buffers=0
export IMPL_postSynth_asyncResetShare_pct=0
export IMPL_fin_util_pct=44.7
export IMPL_crit_top_cell="fa_1"
export IMPL_initCoreUtil_pct=40.3
export IMPL_hold_violations=0
export IMPL_n_antenna_cell=0
export IMPL_fin_cells=8679
export IMPL_hpwl_um=139000
export IMPL_crit_path_start="weight_data[1]"
export IMPL_maxSlewViolCount=0
export IMPL_r2r_start="weight_data[1]"
export IMPL_synthToLayoutAreaGrowth_pct=10.8
export IMPL_critPathSlowestCell="a2bb2oi_1"
export IMPL_setup_violations=0
export IMPL_cts_resized=0
export IMPL_synth_top_cell_by_area="fa_1"
export IMPL_clockBufferDepth=3
export IMPL_yosys_warnings=97
export IMPL_hold_path_class="flop to flop"
export IMPL_r2r_slack_ns=13.78
export IMPL_crit_end="dut__tb__sram_result_write_data[31]"
export IMPL_num_rows=137
export IMPL_max_slew_margin_rel_pct=13.9
export IMPL_die_area_sq_mm=0.142
export IMPL_synth_edff_count=29
export IMPL_warnings=34
export IMPL_ant_nets=0
export IMPL_cap_viol_max_count=0
export IMPL_max_stage_delay_ns=0.62
export IMPL_syn_inst=6680
export IMPL_yosys_area_sq_mm=0.0564
export IMPL_drc=0
export IMPL_fp_dieH_um=377
export IMPL_cts_hold_buf=0
export IMPL_synth_seq_share_pct=11.6
export IMPL_period_used_pct=60.6
export IMPL_path_class="flop to output port"
export IMPL_ys_cells=6680
export IMPL_cts_tree="done"
==> flip-flops by register name (all words and copies together) (netlist names), 15 cells and up <==
register / cells
a_column_counter: 16
accum_result: 32
input_address: 15
input_data: 32
matrix_a_cols: 16
result_addr: 16
total_elements_b: 15
weight_address: 16
weight_data: 32
==> cell usage in the layout (no fill, tap or decap), drive strengths merged, types with 78 or more instances in the layout <==
master            n
clkdlybuf4s50   288
fa              860
conb            102
xnor2           329
dfxtp           284
inv            1072
nand2           870
ha              488
nand3            93
nor3             78
a21oi           168
xor2            114
o21ai           131
buf             163
and2            605
nor2b           100
nor2            327
==> metrics by stage <==
stage               worst slack (ns)  hold WS (ns)  power [mW]
floorplan                      10.27         0.436        1.63
global placement                9.31         0.451        2.09
detailed placement              9.26         0.454        2.09
CTS                             8.56         0.461        2.92
global route                    8.15         0.498        3.13
finish                          8.58         0.457        2.91
==> power by group <==
| part | internal, mW | switching (mW) |
|---|---|---|
| registers | 0.644 | 0.0504 |
| logic | 0.557 | 0.841 |
| clock network | 0.485 | 0.329 |
| total | 1.69 | 1.22 |
==> kinds of logic (layout without fill, tap and decap cells) <==
group / Yosys count / in the layout / synth area share (%)
adder cells (fa/ha/maj): 1348 / 1348 / 41.4
AND/OR/NAND/NOR: 2312 / 2312 / 20.1
other: 1 / 102 / 0.00665
buffers and inverters: 1574 / 1596 / 11.4
flip-flops: 313 / 313 / 11.6
AND-OR/OR-AND: 631 / 631 / 7.50
multiplexers: 58 / 58 / 1.03
XOR/XNOR: 443 / 443 / 6.89
==> layer usage <==
| metal | vias to the layer above | track usage [%] | part of all wire (%) |
|---|---|---|---|
| met5 | - | 0 | 0.015 |
| met4 | 4 | 6.01 | 3.0 |
| met3 | 253 | 11.7 | 12 |
| met2 | 1732 | 37.9 | 43 |
| met1 | 21800 | 38.6 | 42 |
| li1 | 20800 | - | - |
==> cells in the mapped netlist (7+ instances only) <==
| cell | count |
|---|---|
| a2111oi_0 | 7 |
| a211oi_1 | 24 |
| a21o_1 | 44 |
| a21oi_1 | 168 |
| a221oi_1 | 15 |
| a22oi_1 | 9 |
| a311oi_1 | 68 |
| a31oi_1 | 15 |
| and2_1 | 605 |
| and3_1 | 27 |
| buf_1 | 27 |
| buf_4 | 134 |
| clkbuf_1 | 340 |
| dfxtp_1 | 284 |
| edfxtp_1 | 29 |
| fa_1 | 860 |
| ha_1 | 488 |
| inv_1 | 1065 |
| mux2i_1 | 57 |
| nand2_1 | 870 |
| nand2b_1 | 26 |
| nand3_1 | 93 |
| nand3b_1 | 7 |
| nand4_1 | 39 |
| nor2_1 | 327 |
| nor2b_1 | 100 |
| nor3_1 | 78 |
| nor3b_1 | 9 |
| nor4_1 | 41 |
| o2111ai_1 | 9 |
| o211ai_1 | 20 |
| o21a_1 | 18 |
| o21ai_0 | 130 |
| o21bai_1 | 18 |
| o22ai_1 | 8 |
| o311ai_0 | 11 |
| o31ai_1 | 21 |
| o41ai_1 | 7 |
| or2_2 | 7 |
| or3_1 | 43 |
| or4_1 | 23 |
| xnor2_1 | 329 |
| xor2_1 | 114 |
==> how the worst min path moves through the flow <==
stage / end / slack [ns] / cells after the start
6_report: input_address[10] / 0.46 / 2
5_1_grt: input_address[10] / 0.50 / 2
4_1_cts: input_address[10] / 0.46 / 2
==> worst max-delay path: cells and delay by family (launching register included) <==
kind	cells	cell delay (ns)
adder cells (fa/ha/maj)	9	3.82
AND-OR/OR-AND	7	2.54
XOR/XNOR	1	0.13
buffers and inverters	6	1.01
flip-flops	1	0.33
AND/OR/NAND/NOR	2	0.35
==> area by class of cell <==
class                           instances  area, sq um  share of cell area, %
Sequential cell                       313         6560                   10.5
Inverter                             1066         4000                   6.41
Timing Repair Buffer                  451         4120                   6.60
Multi-Input combinational cell       4894        43800                   70.2
Tap cell                             1876         2350                   3.76
Clock inverter                         25          373                  0.597
Clock buffer                           54         1220                   1.95
No activity file was given, so power comes from the tool's default toggle rates.
